## design.v

```verilog
module SieveOfEratosthenes (
	input logic clock, reset_n,
	output logic done,
	output logic [100:0] is_prime);
	logic [100:0] prime_iterator_r, prime_iterator_b;
	logic [100:0] multiple_iterator_r, multiple_iterator_b;
	logic [100:0] multiple_iterator_step_size_r, multiple_iterator_step_size_b;
	logic [100:0] is_prime_r, is_prime_b;
	logic increment_prime_iterator;
	logic first_multiple_r, first_multiple_b;
	assign increment_prime_iterator = (multiple_iterator_r + multiple_iterator_step_size_r) > 100;
	assign done = (prime_iterator_r == 100) && (increment_prime_iterator);
	assign is_prime = done ? is_prime_r : '0;
	always_comb
	begin
		is_prime_b = is_prime_r;
		if(!first_multiple_r) 
		begin
			is_prime_b[multiple_iterator_r] = 1;
		end
	end
	always_comb 
	begin
		prime_iterator_b = prime_iterator_r;
		multiple_iterator_b = multiple_iterator_r;
		multiple_iterator_step_size_b = multiple_iterator_step_size_r;
		first_multiple_b = 0;
		if(increment_prime_iterator) 
		begin
			prime_iterator_b = prime_iterator_r + 1;
			first_multiple_b = 1;
			multiple_iterator_b = prime_iterator_b;
			multiple_iterator_step_size_b = prime_iterator_b;
		end
		else 
		begin
			multiple_iterator_b = multiple_iterator_r + multiple_iterator_step_size_r;
		end
	end
	always_ff @(posedge clock or negedge reset_n) 
	begin
		if(~reset_n) 
		begin
			prime_iterator_r <= 2;
			multiple_iterator_r <= 2;
			multiple_iterator_step_size_r <= 2;
			first_multiple_r <= 1;
			is_prime_r <= 3;
		end
		else 
		begin
			prime_iterator_r <= prime_iterator_b;
			multiple_iterator_r <= multiple_iterator_b;
			multiple_iterator_step_size_r <= multiple_iterator_step_size_b;
			first_multiple_r <= first_multiple_b;
			is_prime_r <= is_prime_b;
		end
	end
endmodule
```

## run.sh

```bash
#!/bin/bash
# OpenROAD 26Q1-2900-gdf79404cd8, Yosys 0.63+post, stock flow scripts
make -C /OpenROAD-flow-scripts/flow DESIGN_CONFIG=/design/flow/config.mk WORK_HOME=/design/flow/orfs finish
```

## config.mk

```make
export PLATFORM = sky130hd
export DESIGN_NAME = SieveOfEratosthenes
export DESIGN_NICKNAME = SieveOfEratosthenes
export VERILOG_FILES = /design/flow/design.v
export SDC_FILE = /design/flow/constraint.sdc
export NUM_CORES = 4
export LEC_CHECK = 1
export CORE_UTILIZATION = 30
```

## constraint.sdc

```tcl
current_design SieveOfEratosthenes

set clk_period 31.9
set clk_io_pct 0.2

create_clock -name clk0 -period $clk_period [get_ports {clock}]

set non_clock_inputs [all_inputs -no_clocks]
set_input_delay [expr $clk_period * $clk_io_pct] -clock clk0 $non_clock_inputs
set_output_delay [expr $clk_period * $clk_io_pct] -clock clk0 [all_outputs]
```

==> summary.txt <==
Synthesis and PnR results.

- STA classifies the critical path startpoint as a register.
- The number of synthesis warnings reads 1.
- The cell count in the Yosys report is 3,160.
- The cell class contributing the biggest share of worst-path delay reads AND-OR/OR-AND gates.
- The number of enable-type register cells in the synthesized netlist reads 0.
- The final critical-path setup slack is 18.37 ns.
- The largest net degree at the start of global routing reads 103.
- Endpoints failing hold in the final report were tallied at 0.
- For reference, the clock transition at the flip-flops on the worst setup and hold paths is 0.06 ns.
- The utilization of the core after routing is 0.342.
- The post-synthesis register bit count reads 304.
- The number of routed nets with antenna violations is 0.
- The per-instance average area after synthesis reads 8.02 um^2.
- The area overhead of the layout relative to synthesis is 12.9%.
- The number of gates resized after CTS was 0.
- Summing over the stages, the warning tally comes to 29.
- The slew at the pin with the worst max-slew slack is 1.07 ns.
- The data required time of the worst path reads 25.52 ns.
- The cell count after synthesis came out at 3,160.
- In this run the tool buffered the top-level ports with 103 buffer cells.
- The number of remaining DRC errors is 0.
- In this run the post-CTS setup repair buffer count came out at 0.
- On the final layout, the worst clock skew is 0.0168 ns.
- Setup repair after global routing left no endpoint under its margin.
- The maximum buffer depth of the clock tree reads 3.
- Per the synthesis report, the number of distinct cell types is 86.
- The global route stage reports its total congestion overflow as 0.
- The layout cell share with drive strength beyond 1 is 0.0649.
- In this run the tightest slew margin relative to its limit is 0.276.
- The max-slew violation total from the final report reads 0.
- The number of setup violations in the final report is 0.
- Leaving out fill and tap cells, the most frequent cells in the layout are 312 x nor2_1, 299 x dfrtp_1, 275 x nand2_1, 225 x xor2_1, 184 x a21oi_1.
- The die boundary height reads 293 um.
- The post-detailed-route via-to-cell ratio is 5.95.
- The worst setup slack before clock tree synthesis reads 18.93 ns.
- The share of the core area taken by cells at floorplan is 0.303.
- The delay of the slowest critical-path stage is 0.85 ns.
- The total track usage reads 0.261.
- The count of pins on the block boundary is 104.
- RePlAce ended its routability-driven mode at a weighted congestion of 1.10.
- Per the power-grid run, VDD falls by no more than 0.0264 mV.
- The post-detailed-placement half-perimeter wirelength is 88,500 um.
- The clock tree from TritonCTS reads done.
- The script extracted a total leakage power of 12.7 nW.
- STA lists the maximum fanout along the critical path as 102.
- The sum of negative setup slack is 0 ns.
- The proportion of synthesized flip-flops having asynchronous set or reset is 1.00.
- In this run the horizontal extent of the chip is 293 um.
- The chip area line in the Yosys stat output reads 25,300 um^2.
- The worst min-delay path class is register to register.
- The die area is 85,700 um^2.
- Dividing total power by cell area gives a power density of 28.6 nW/um^2.
- Of the synthesized area, sequential elements account for 0.300.
- The pre-antenna-repair detailed-routing pass consisted of 7 iterations.
- The hold slack reads 0.458 ns.
- The run finished with clean final reports.
- The global-route wire length before repair is 165,000 um.
- The report lists the number of standard-cell rows as 106.
- The clock period minus final worst setup slack reads 13.53 ns.
- The final clock period utilization by the worst path reads 0.424.
- The H-tree generated during clock tree synthesis spans 2 levels.
- In this run the cell area of the synthesized design comes to 25,300 um^2.
- The routed wire length reads 111,000 um.
- The via count of the first global-routing pass is 24,414.
- The class of the most critical setup path reads register to output port.
- The number of antenna violations at the first check in global routing is 4.
- The synthesis report names the predominant flop master as dfrtp_1.
- The number of buffer and inverter instances along the worst setup path reads 3.
- For this design, the CTS-stage hold fixing added 0 buffers.
- The cell sequence reported for the critical path is ha_1 -> nand4_1 -> a2111o_1 -> a2111oi_2 -> o31ai_1 -> a2111oi_0 -> o211ai_1 -> mux2i_1 -> nand4_1 -> nor4_4 -> buf_4 -> a31oi_4 -> buf_4 -> and2_1 -> clkdlybuf4s50_1.
- The number of sinks driven by the clock tree is 304.
- The run reported a max-capacitance violation count of 0.
- The data arrival time at the worst-slack endpoint is 7.15 ns.
- The area of the placeable core reads 83,700 um^2.
- Per the cell usage report, the commonest logic cell in the layout is nor2_1.
- The critical-path cell with the highest stage delay is a2111oi_0.
- The cell at the root of the clock tree is clkbuf_16.
- In this run, CTS created clock tree buffers numbering 36.
- The capturing element type of the critical path reads an output port.
- The routed wire length per instance reads 25.7 um.
- Based on the critical path, the design can be clocked at up to 73.9 MHz.
- The number of design-rule violations left by the first detailed-router iteration is 2,362.
- The vias after detailed routing is 25,648.
- The later-pin clock latency in the skew report reads 0.57 ns.
synthesized netlist by cell type (111+ instances only):
master,instances,area share
xor2_1,225,0.078
a31oi_1,111,0.027
nor2_1,312,0.046
dfrtp_1,299,0.30
nand2_1,275,0.041
o21ai_0,137,0.027
nor3_1,137,0.027
nand4_1,113,0.028
and2_1,121,0.030
nand3_1,124,0.024
a21oi_1,184,0.036
clkbuf_1,156,0.023
worst register-to-register path: stages (launching register included):
cell       delay (ns)
dfrtp_1          0.51
ha_1             0.42
nand4_1          0.31
a2111o_1         0.58
a2111oi_2        0.72
o31ai_1          0.36
a2111oi_0        0.85
o211ai_1         0.19
mux2i_1          0.39
nand4_1          0.28
nor4_4           0.36
buf_4            0.41
and3_4           0.72
buf_4            0.68
nor2_1           0.20
area by class of cell:
type | count | area (um^2)
Clock buffer | 51 | 1010
Antenna cell | 1 | 2.50
Fill cell | 8741 | 55100
Inverter | 43 | 161
Multi-Input combinational cell | 2607 | 16800
Tap cell | 1134 | 1420
Timing Repair Buffer | 156 | 1430
Sequential cell | 304 | 7610
Clock inverter | 12 | 173
cell families (layout without fill, tap and decap cells):
logic type               Yosys count  count (layout)  share of synthesized area
AND/OR/NAND/NOR                 1356            1356                      0.272
AND-OR/OR-AND                    787             787                      0.211
XOR/XNOR                         335             335                      0.116
flip-flops                       304             304                      0.300
buffers and inverters            249             262                     0.0385
adder cells (fa/ha/maj)          104             104                     0.0516
multiplexers                      25              25                     0.0104
other                              0               1                          0
sequential cells by signal, summed over array words and instances, names as in the netlist:
| signal | cells |
|---|---|
| is_prime_r | 101 |
| multiple_iterator_r | 101 |
| multiple_iterator_step_size_r | 101 |
| first_multiple_r | 1 |
path summary, 6_finish.rpt:
check                           cells past startpoint                                          from                                 to  slack [ns]
worst min register to register                      1                    is_prime_r[67]$_DFFE_PN0N_         is_prime_r[67]$_DFFE_PN0N_        0.46
worst min-delay path                                1                    is_prime_r[67]$_DFFE_PN0N_         is_prime_r[67]$_DFFE_PN0N_        0.46
max in group asynchronous                           3                                       reset_n  multiple_iterator_r[96]$_DFF_PN0_       24.21
min in group asynchronous                           1                                       reset_n         is_prime_r[40]$_DFFE_PN0N_        5.77
worst max register to register                     14  multiple_iterator_step_size_r[3]$_DFFE_PN0P_  multiple_iterator_r[96]$_DFF_PN0_       24.80
worst max-delay path                               15  multiple_iterator_step_size_r[3]$_DFFE_PN0P_                       is_prime[99]       18.37
metrics by stage:
stage	instance area [um^2]	std cells	power, mW
floorplan	25300	3160	0.393
global placement	27400	4244	0.402
detailed placement	27400	4244	0.402
CTS	28600	4307	0.826
global route	28600	4307	0.841
finish	28600	4308	0.818
per-layer routing:
layer,track usage,up-vias,share of wire
li1,-,11743,-
met1,0.370,12600,0.43
met2,0.402,1083,0.45
met3,0.0542,220,0.079
met4,0.0879,2,0.041
met5,0,-,0.00012
power breakdown:
group          internal (mW)  leakage [nW]  switching, mW  total [mW]
logic               0.000561          7.88        0.00771     0.00828
registers              0.386          4.23              0       0.386
clock network          0.247         0.580          0.177       0.424
Power figures rest on the tool's default switching activity, not on a simulated workload.
