File: run.sh
#!/bin/bash
# OpenROAD 26Q1-2900-gdf79404cd8, Yosys 0.63+post, stock flow scripts
make -C /OpenROAD-flow-scripts/flow DESIGN_CONFIG=/design/flow/config.mk WORK_HOME=/design/flow/orfs finish
File: config.mk
export PLATFORM = sky130hd
export DESIGN_NAME = ControllerFSM
export DESIGN_NICKNAME = ControllerFSM
export VERILOG_FILES = /design/flow/design.v
export SDC_FILE = /design/flow/constraint.sdc
export NUM_CORES = 4
export LEC_CHECK = 1
export CORE_AREA = 10 10 70 70
export DIE_AREA = 0 0 80 80
File: constraint.sdc
current_design ControllerFSM

set clk_period 1.1
set clk_io_pct 0.2

create_clock -name clk0 -period $clk_period [get_ports {clk}]

set non_clock_inputs [all_inputs -no_clocks]
set_input_delay [expr $clk_period * $clk_io_pct] -clock clk0 $non_clock_inputs
set_output_delay [expr $clk_period * $clk_io_pct] -clock clk0 [all_outputs]
File: design.v
module ControllerFSM (
	input logic clk,     
	input logic reset_n,  
	input logic calculate,  
	input logic done_calculating,  
	input logic done_populating,  
	input logic new_max_prime,  
	output logic start_calculation,
	output logic calculating,
	output logic populating,
	output logic finished
);
	enum logic[2:0] {Idle, Calculating, Populate_RAM, Finished} currentState, nextState;
	always_comb 
	begin
		nextState = Idle;
		case (currentState)
			Idle: nextState = calculate ? Calculating : Idle;
			Calculating: nextState = done_calculating ? Populate_RAM : Calculating;
			Populate_RAM: nextState = done_populating ? Finished : Populate_RAM;
			Finished: nextState = new_max_prime ? Calculating : Finished;
		endcase
	end
	always_comb 
	begin
		calculating = 0;
		populating = 0;
		start_calculation = 0;
		finished = 0;
		case (currentState)
			Idle: start_calculation = calculate;
			Calculating: begin
							if(!done_calculating) 
							begin
								calculating = 1;
							end
							else
							begin
								populating = 1;
							end
						end
			Populate_RAM: populating = !done_populating;
			Finished: begin 
						if(new_max_prime) 
						begin
							start_calculation = 1;
						end
						else 
							finished = 1;
					  end
		endcase
	end
	always_ff @(posedge clk or negedge reset_n) begin
		if(~reset_n) 
		begin
			currentState <= Idle;
		end 
		else 
		begin
			currentState <= nextState;
		end
	end
endmodule
==> flow_metrics.env <==
# flow metrics
export IMPL_drc=0
export IMPL_cts_sink_count=4
export IMPL_cts_tree="done"
export IMPL_final_util=0.140
export IMPL_vdd_drop_max_uv=386
export IMPL_final_antenna_net_count=0
export IMPL_path_cells="buf_6 > a22o_1 > buf_2"
export IMPL_ys_chip_area_um2=163
export IMPL_post_place_cells=71
export IMPL_crit_slowest_cell="sky130_fd_sc_hd__dfrtp_1"
export IMPL_synth_top_cell_by_area="sky130_fd_sc_hd__dfrtp_1"
export IMPL_path_buffers=2
export IMPL_synthesis_area_per_instance_um2=11.6
export IMPL_ys_cells=14
export IMPL_cpLargestDelayFamily="flip-flops"
export IMPL_number_of_global_route_vias_before_repair=251
export IMPL_synth_area_um2=163
export IMPL_drt_first_pass_iters=2
export IMPL_rows=21
export IMPL_numPortBuffers=9
export IMPL_rsz0062_at_grt="true"
export IMPL_fin_worst_setup_slack_ps=-195
export IMPL_critPathRequiredTime_ps=880
export IMPL_post_synth_seq_share=0.623
export IMPL_largest_register_ff_count=4
export IMPL_worstSetupPathType="reg -> out"
export IMPL_netlist_area_leader_share=0.462
export IMPL_critical_path_endpoint_type="primary output"
export IMPL_largest_register="currentState"
export IMPL_drt_wl_total_um=749
export IMPL_min_delay_path_class="in -> async"
export IMPL_total_power_uw=582
export IMPL_routed_wire_length_per_instance_um=8.32
export IMPL_pre_cts_slack_ps=-486
export IMPL_netlist_cell_type_count=10
export IMPL_fin_cells=90
export IMPL_fraction_of_registers_with_async_set_or_reset_after_synthesis=1.00
export IMPL_globalRoute_totalOverflow=0
export IMPL_globalRouteTotalUtil=0.0253
export IMPL_synth_most_common_cell="sky130_fd_sc_hd__dfrtp_1"
export IMPL_clock_tree_root_cell="sky130_fd_sc_hd__clkbuf_4"
export IMPL_layout_area_growth_over_synthesis_pct=193
export IMPL_floorplan_initialDensity=0.0476
export IMPL_period_minus_slack_ps=1290
export IMPL_hold_slack_ps=197
export IMPL_antenna_found_initial=0
export IMPL_die_height_um=80
export IMPL_vias_per_cell=2.41
export IMPL_io_pin_count=10
export IMPL_post_synth_edffs=0
export IMPL_worst_max_slew_pin_slew_ps=221
export IMPL_chipArea_mm2=0.00640
export IMPL_detailedRoute_firstIterationViolations=6
export IMPL_cts_buffers_inserted=3
export IMPL_grt_pass1_wl_um=1210
export IMPL_globalplace_congestion=0.741
export IMPL_synth_yosys_warnings=1
export IMPL_power_density_mw_per_mm2=1220
export IMPL_flip_flop_and_latch_count_after_synthesis=4
export IMPL_crit_arrival_ps=1070
export IMPL_routed_via_count=217
export IMPL_clock_tree_htree_level_count=1
export IMPL_layout_drive_gt1_share=0.705
export IMPL_dieWidth_um=80
export IMPL_log_warning_count=27
export IMPL_ys_top_cells_by_count="3 x sky130_fd_sc_hd__dfrtp_1, 2 x sky130_fd_sc_hd__nor2b_1, 2 x sky130_fd_sc_hd__o21ai_0"
export IMPL_holdBufCountCts=0
export IMPL_finalHoldViolCount=0
export IMPL_top_ff_cell_synth="sky130_fd_sc_hd__dfrtp_1"
export IMPL_run_status="finished, violations left"
export IMPL_largest_net_degree_at_the_start_of_global_routing=5
export IMPL_setup_viols_final=3
export IMPL_timing_max_transition_violations_final=0
export IMPL_cp_slowest_stage_delay_ps=390
export IMPL_top_cells_by_area="sky130_fd_sc_hd__dfrtp_1 46%, sky130_fd_sc_hd__dfstp_2 16%, sky130_fd_sc_hd__nor2b_1 7.7%, sky130_fd_sc_hd__o21ai_0 6.2%, sky130_fd_sc_hd__a22o_1 5.4%"
export IMPL_antennaDiodeCount=0
export IMPL_maxSlewHeadroom=0.853
export IMPL_max_freq_mhz=772
export IMPL_cts_path_max_buffers=2
export IMPL_failed_checks="negative setup slack"
export IMPL_finClkSkew_ps=3.70
export IMPL_floorplan_core_area_mm2=0.00342
export IMPL_timing_final_crit_share=1.18
export IMPL_start_kind="flip-flop"
export IMPL_post_cts_clock_slew_at_the_launch_and_capture_registers_of_the_worst_setup_and_hold_paths_ps=40
export IMPL_worstPathMaxFanout=2
export IMPL_insertion_delay_ps=240
export IMPL_biggestRegsByFlops="currentState (4)"
export IMPL_power_static_leakage_nw=0.239
export IMPL_cap_violations=0
export IMPL_post_synth_inst_count=14
-- kinds of logic after synthesis --
family,share of synthesized area
simple gates,0.192
flops,0.623
compound gates,0.162
buf+inv,0.0231
-- power breakdown --
group	leakage [nW]	internal, mW	switching (mW)
clock	0.0150	0.137	0.0713
sequential	0.0512	0.166	0.0137
combinational	0.172	0.137	0.0568
total	0.239	0.440	0.142
-- metal layers --
| layer | vias up | track usage | part of all wire |
|---|---|---|---|
| met3 | 0 | 0.0273 | 0.15 |
| met1 | 98 | 0.0348 | 0.57 |
| met2 | 12 | 0.0257 | 0.28 |
| li1 | 107 | - | - |
| met5 | - | 0 | 0 |
| met4 | 0 | 0.00176 | 0 |
-- cell usage in the layout, fill, tap and decap left out, drive strengths merged --
cell type | netlist | final
a22o | 1 | 1
or2 | 1 | 1
clkbuf | 0 | 4
a21o | 1 | 1
nand2 | 1 | 1
o21ai | 2 | 2
buf | 0 | 21
dlygate4sd2 | 0 | 3
dfrtp | 3 | 3
inv | 1 | 1
dfstp | 1 | 1
and2b | 1 | 1
clkdlybuf4s50 | 0 | 2
nor2b | 2 | 2
-- final timing paths --
path,start,end,slack (ps),cells past startpoint
max,currentState[3],start_calculation,-190,3
min,reset_n,currentState[3],200,1
max reg2reg,currentState[3],currentState[2],-70,4
min reg2reg,currentState[0],currentState[0],480,1
max in group asynchronous,reset_n,currentState[0],650,1
min in group clk0,done_populating,currentState[1],450,3
-- area by class of cell --
type	count	area, µm²
clock buffer	4	26.3
sequential	4	101
multi-input combinational	9	75.1
tap	46	57.6
fill	397	2940
inverter	1	3.75
timing repair buffer	26	213
-- worst reg2reg max path: cells and delay by family (launching register included) --
family / cells / cell delay (ps)
buf+inv: 2 / 260
simple gates: 1 / 190
flops: 1 / 390
compound gates: 1 / 210
-- per-stage QoR --
| stage | cell area [µm²] | TNS (ps) |
|---|---|---|
| after CTS | 448 | -360 |
| after global routing | 477 | -582 |
| after global placement | 325 | -2030 |
| after detailed placement | 325 | -2110 |
| final | 477 | -366 |
| after floorplan | 163 | 0 |
-- repair_timing --
action | in CTS | in global routing
resized | 21 | 7
buffers inserted | 14 | 2
setup endpoints to repair | 4 | 6
pin swaps | 3 | 1
No activity file was given, so power comes from the tool's default toggle rates.
