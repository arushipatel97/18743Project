==> design.v <==
module PopulateRam (
	input logic clk,     
	input logic reset_n,  
	input logic bool_ram_q,  
	input logic populating,  
	input logic [9:0] max_prime,
	output logic done_populating, 
	output logic [9:0] boolean_ram_index,  
	output logic [7:0] prime_ram_index,  
	output logic prime_ram_wren  
);
  logic [7:0] prime_ram_index_b, prime_ram_index_r;
  logic [9:0] boolean_ram_index_b, boolean_ram_index_r;
  assign boolean_ram_index = boolean_ram_index_r;
  assign prime_ram_index = prime_ram_index_r; 
  assign prime_ram_wren = !bool_ram_q;
  assign done_populating = boolean_ram_index_r == max_prime;
  always_comb 
  begin
        prime_ram_index_b = prime_ram_index_r;
        boolean_ram_index_b = boolean_ram_index_r + 1;
        if(!bool_ram_q) 
        begin
        	prime_ram_index_b = prime_ram_index_r + 1;
        end
  end
  always_ff @(posedge clk or negedge reset_n) begin
  	if(~reset_n) 
  	begin
  		prime_ram_index_r <= 0;
  		boolean_ram_index_r <= 2;
  	end 
  	else if(populating) 
  	begin
  	    boolean_ram_index_r <= boolean_ram_index_b;
  	    prime_ram_index_r <= prime_ram_index_b;
  	end
  end
endmodule
==> run.sh <==
#!/bin/bash
# OpenROAD 26Q1-2900-gdf79404cd8, Yosys 0.63+post, stock flow scripts
make -C /OpenROAD-flow-scripts/flow DESIGN_CONFIG=/design/flow/config.mk WORK_HOME=/design/flow/orfs finish
==> config.mk <==
export PLATFORM = sky130hd
export DESIGN_NAME = PopulateRam
export DESIGN_NICKNAME = PopulateRam
export VERILOG_FILES = /design/flow/design.v
export SDC_FILE = /design/flow/constraint.sdc
export NUM_CORES = 4
export LEC_CHECK = 1
export CORE_AREA = 10 10 101 101
export DIE_AREA = 0 0 111 111
==> constraint.sdc <==
current_design PopulateRam

set clk_period 3.1
set clk_io_pct 0.2

create_clock -name clk0 -period $clk_period [get_ports {clk}]

set non_clock_inputs [all_inputs -no_clocks]
set_input_delay [expr $clk_period * $clk_io_pct] -clock clk0 $non_clock_inputs
set_output_delay [expr $clk_period * $clk_io_pct] -clock clk0 [all_outputs]
==> PnR_summary.wiki <==
== Flow metrics ==
{| class="wikitable"
! Metric !! Value
|-
| Outcome || complete, no violations
|-
| Placed Cells incl. Taps || between 200 and 250
|-
| Hold_buf cts || 0
|-
| Most frequent cells in the layout || clkdlybuf4s50_1, xnor2_1, dfrtp_1
|-
| Floorplan Utilization || a little over a tenth
|-
| Crit path setup slack, layout || around 0.36 ns
|-
| Setup Crit Path Kind || primary input to output pin
|-
| Tcrit/Tclk final || 88.50%
|-
| Cell Pwr Density || slightly below 700 nW/µm²
|-
| CTS max path bufs || 2
|-
| Placeable core area || between 8000 and 9000 µm²
|-
| Number of sinks handled by clock tree synthesis || 18
|-
| Leak pwr || between 0.5 and 0.6 nW
|-
| Warning count from the yosys run || 1
|-
| Iteration count of the initial detailed-routing pass || 4
|-
| Number of inserted diodes || 0
|-
| Max Clk Rate || roughly 360 MHz
|-
| Type of destination of the critical path || output pin
|-
| First-pass GRT wire length || 3967 µm
|-
| Via count of the first global-routing pass || ~720
|-
| Final wirelength || 2413 µm
|-
| Number of port buffers || 33
|-
| Wirelength per Cell || ~11 µm
|-
| Post-CTS Repair Setup Buffers || 0
|-
| Type of the most critical hold path || flop to flop
|-
| R2r worst-path depth || 4
|-
| Std-Cell Rows || 33
|-
| Final critical-path required period || around 2.7 ns
|-
| Clock Pin Slew Worst Setup and Hold Paths || around 0.070 ns
|-
| Clock tree from TritonCTS || done
|-
| Number of setup violations in the final report || 0
|-
| Vertical extent of the die || 111 µm
|-
| Post-synth regs || 18
|-
| Number of max-slew violations in the final report || 0
|-
| CP Buf/Inv Count || 2
|-
| Type of element launching the critical path || primary input
|-
| Via Count || 667
|-
| Startpoint of the lowest-slack register-to-register path || boolean_ram_index_r[1]
|-
| DRT antenna net count || 0
|-
| Final total power || ~0.97 mW
|-
| CP Data Arrival Time || ~2.1 ns
|-
| Launch instance of the worst min-delay path || prime_ram_index_r[7]
|-
| Pin slew with the least headroom to its limit || between 0.3 and 0.4 ns
|-
| Synthesis-to-layout area growth || 58.17%
|-
| End of the worst register-to-register path || boolean_ram_index_r[6]
|-
| Number of unique standard cell types used by synthesis || 20
|-
| Portion of total power attributed to the clock network || ~19%
|-
| Most prevalent standard cell on the critical path || clkdlybuf4s50_1
|-
| Data required time at the worst endpoint || roughly 2.5 ns
|-
| Post-synth design cell area || a little under 900 µm²
|-
| Top cell excl fill/tap || clkdlybuf4s50_1
|-
| Fraction of power spent switching nets || between 30% and 40%
|-
| Combinational Power Share || approximately 35%
|-
| Kind of cell with the highest combined delay on the critical path || buffers and inverters
|-
| Critical-path top delay cell || clkdlybuf4s50_1
|-
| Pre-CTS worst setup slack || roughly 0.32 ns
|-
| DRC viols || 0
|-
| Reg power frac || between 40% and 50%
|-
| Number of maximum-capacitance constraint violations || 0
|-
| Cell breakdown of the critical path || clkdlybuf4s50_1, xnor2_1, nand4_1, nor4_1, clkdlybuf4s50_1
|-
| Setup repair after global routing missed its margin || no
|-
| Boundary Pins || 34
|-
| Max incr delay on CP || 0.51 ns
|-
| Worst Hold Endpoint || prime_ram_index_r[7]
|-
| Floorplan die width || 111 µm
|-
| Number of instances resized during post-cts repair || 0
|-
| Total congestion overflow || 0
|-
| Number of warnings the tools reported || 25
|-
| Clock root buffer || clkbuf_8
|-
| Clock insertion delay at the later pin of the skew report || approximately 0.25 ns
|-
| RePlAce Congestion || approximately 0.73
|-
| Count of final hold-check violations || 0
|-
| Internal power component || around 0.68 mW
|-
| Detailed-route vias per instance || 3.060
|-
| Register-to-register path setup slack || around 1.7 ns
|-
| Headroom to the max-slew limit || between 70% and 80%
|-
| Die Area || ~12,000 µm²
|-
| Mean instance size in the synthesized netlist || around 12 µm²
|-
| Antenna violations before repair || 0
|-
| Placed wire-length estimate after detailed placement || just over 2000 µm
|-
| Number of H-tree branching levels || 1
|-
| Total routing resource utilization after global routing || ~3.9%
|-
| Maximum number of pins on one net before global-route repair || 19
|-
| Fraction of final layout cells with drive strength greater than 1 || around 7%
|-
| Final standard cell count with taps included and fillers excluded || 218
|-
| Peak fanout along the critical path || 1
|-
| First-iteration detailed-routing DRC count || 32
|-
| Number of cells traversed by the worst hold path || 1
|-
| Fin Clk Skew || approximately 0.0012 ns
|-
| Total clock buffers created by CTS || 3
|-
| Proportion of synthesized chip area in sequential cells || 50.85%
|-
| # Cells Yosys || ~76
|-
| Synthesized chip area reported by yosys || 888.4 µm²
|-
| Gate count of the mapped netlist || 76
|-
| Worst IR Drop VDD || about 0.13 mV
|-
| TNS Setup || 0 ns
|-
| Net switching power of the design || approximately 0.3 mW
|}
==> per-stage QoR <==
step / hold WS (ns) / utilization [%] / instance area (µm²)
after floorplan: 0.3244 / - / 888.4
after global placement: 0.4676 / 16.60 / 1350
after detailed placement: 0.4765 / 16.60 / 1350
after CTS: 0.4859 / 17.27 / 1405
after global routing: 0.4957 / 17.27 / 1405
final: 0.4789 / 17.27 / 1405
==> state kept, by name, summed over array words and instances, names as in the netlist <==
| register | count |
|---|---|
| boolean_ram_index_r | 10 |
| prime_ram_index_r | 8 |
==> worst max path at each step <==
stage / start / depth (start not counted) / to
after CTS: max_prime[1] / 5 / done_populating
after global routing: max_prime[1] / 5 / done_populating
final: max_prime[1] / 5 / done_populating
==> cells in the mapped netlist <==
| cell | number | area, µm² |
|---|---|---|
| nor3_1 | 2 | 10.01 |
| and3_1 | 1 | 6.260 |
| nor2b_1 | 1 | 6.260 |
| inv_1 | 2 | 7.510 |
| nand4_1 | 8 | 50.05 |
| dfrtp_1 | 17 | 425.4 |
| buf_4 | 1 | 7.510 |
| mux2_2 | 2 | 22.52 |
| and4b_1 | 1 | 10.01 |
| xor2_1 | 8 | 70.07 |
| ha_1 | 2 | 25.02 |
| nand2_1 | 4 | 15.01 |
| nor2_1 | 2 | 7.510 |
| nand3b_1 | 1 | 7.510 |
| dfstp_2 | 1 | 26.28 |
| xnor2_1 | 18 | 157.7 |
| and4_1 | 1 | 8.760 |
| nor4_1 | 1 | 6.260 |
| nand3_1 | 2 | 10.01 |
| or3b_1 | 1 | 8.760 |
==> worst reg2reg max path: stages (launching register included) <==
cell and delay [ns]:
dfstp_2 0.59, ha_1 0.17, and4_1 0.26, nand3_1 0.11
xnor2_1 0.14
==> area by class of cell <==
| class | count | area [µm²] |
|---|---|---|
| Clock buffer | 4 | 55.05 |
| Fill cell | 869 | 6729 |
| Inverter | 2 | 7.507 |
| Multi-Input combinational cell | 55 | 421.7 |
| Sequential cell | 18 | 451.7 |
| Tap cell | 105 | 131.4 |
| Timing Repair Buffer | 34 | 337.8 |
==> kinds of logic (layout without fill, tap and decap cells) <==
family	Yosys count	after routing	share of synthesized area, %
xor+xnor	26	26	25.63
simple gates	25	25	16.48
flops	18	18	50.85
buf+inv	3	40	1.691
fa+ha+maj	2	2	2.816
mux	2	2	2.535
==> power by group through the flow <==
stage	logic (mW)	clock network [mW]	registers, mW
4_1_cts	0.348	0.199	0.454
6_report	0.336	0.190	0.449
5_1_grt	0.374	0.208	0.476
==> layer usage <==
layer	vias to the layer above	track usage, %	wire length (µm)
li1	338	-	-
met1	314	4.535	979
met2	13	6.289	1201
met3	2	2.080	221
met4	0	0.5208	11
met5	-	0	0
Power is estimated from default activity; no workload was simulated.
